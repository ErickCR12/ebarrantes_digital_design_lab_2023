==> flow/design.v <==
module sevenseg(input reg[3:0]sw, output reg[8:0]sev);
			always @(sw)
				begin
					if(sw==4'b0000) sev=9'b110000001;
					else if (sw==4'b0001) sev=9'b111001111;
					else if (sw==4'b0010) sev=9'b110010010;
					else if (sw==4'b0011) sev=9'b110000110;
					else if (sw==4'b0100) sev=9'b111001100;
					else if (sw==4'b0101) sev=9'b110100100;
					else if (sw==4'b0110) sev=9'b111100000;
					else if (sw==4'b0111) sev=9'b110001111;
					else if (sw==4'b1000) sev=9'b110000000;
					else if (sw==4'b1001) sev=9'b110001100;
					else if (sw==4'b1010) sev=9'b000000001;
					else if (sw==4'b1011) sev=9'b001001111;
					else if (sw==4'b1100) sev=9'b000010010;
					else if (sw==4'b1101) sev=9'b000000110;
					else if (sw==4'b1110) sev=9'b001001100;
					else if (sw==4'b1111) sev=9'b000100100;
				end
endmodule
==> flow/run.sh <==
#!/bin/bash
# OpenROAD 26Q1-2900-gdf79404cd8, Yosys 0.63+post, stock flow scripts
make -C /OpenROAD-flow-scripts/flow DESIGN_CONFIG=/design/flow/config.mk WORK_HOME=/design/flow/orfs finish
==> flow/config.mk <==
export PLATFORM = sky130hd
export DESIGN_NAME = sevenseg
export DESIGN_NICKNAME = sevenseg
export VERILOG_FILES = /design/flow/design.v
export SDC_FILE = /design/flow/constraint.sdc
export NUM_CORES = 4
export LEC_CHECK = 1
export CORE_AREA = 10 10 70 70
export DIE_AREA = 0 0 80 80
==> flow/constraint.sdc <==
current_design sevenseg

set clk_period 1.9
set clk_io_pct 0.2

create_clock -name clk0 -period $clk_period

set non_clock_inputs [all_inputs -no_clocks]
set_input_delay [expr $clk_period * $clk_io_pct] -clock clk0 $non_clock_inputs
set_output_delay [expr $clk_period * $clk_io_pct] -clock clk0 [all_outputs]
==> results.txt <==
yosys + openroad results -> final core occ=0.159, slowest CP cell=dlxtn_1, Fin. Hold Viols=0, Ports=13, 1st-iter DRT viols=5, Final Routed Wirelength=687 µm, register bit total from synthesis=8, DR vias=262, Syn-to-layout area delta=91.6%, endpoints left unconstrained=8, FP Core Util=0.0832, Buf/Inv on CP=2, final-report setup violation count=0, power density cells=163 nW/µm², asr flop ratio synth=0, crit-path max FO=7, n_diodes=0, max-cap violations=0, P_leak=approximately 0.24 nW, Die Width=80 µm, chip area=between 6000 and 7000 µm², Crit Path Category=primary input to primary output, worst vdd ir=between 0.1 and 0.15 mV, register pins left without a clock=8, fin cells=between 90 and 100, yosys cell count=32, Syn Area/Cell=8.88 µm², largest net degree at the start of global routing=9, area of the core=approximately 3400 µm², flip-flops with a built-in enable=0, kind of end point of the critical path=primary output, Max Clk Rate=roughly 550 MHz, number of global-route vias before repair=256, row cnt=21, max incr delay on CP=about 350 ps, Critical Path AT=between 1000 and 1500 ps, wire per inst=7.08 µm, # placed instances=slightly below 100, kind of cell adding the most delay to the critical path=latches, Total GRT Usage=0.0227, number of fill cells in the layout=just under 400, mapped cell area=about 280 µm², startpoint types=primary input, Die H=approximately 80 µm, drt via density=about 2.7, final worst-path cycle share=0.960, Top area cell types=dlxtn_1 (42%), o221ai_2 (5.3%), nand2b_4 (4.8%), nor2_1 (4.0%), nand3_2 (3.5%), DR pass1 iterations=2, cell taking the most area after synthesis=dlxtn_1, total power=about 0.089 mW, max-slew violations=0, count leader, synth=dlxtn_1, crit path cell chain=buf_8 -> nor2b_4 -> nand2b_4 -> o21bai_1 -> dlxtn_1 -> clkdlybuf4s15_1, top cells by count, synth=dlxtn_1 (8), nor2_1 (3), nand2_1 (2), o21ai_0 (2), Critical Path RT=around 1500 ps, I/O Buffers=13, Post-CTS Setup Inserts=0, share of cells above drive strength 1=0.353, outcome=finished clean, Yosys Chip Area=roughly 280 µm², top-area cell type share of the netlist area=0.423, first-pass GRT wire length=about 1.2 mm, yosys warning tally=1, cts hold-fix bufs=0, dominant register cell=dlxtn_1, Tmin final=between 1500 and 2000 ps, DRT antenna net count=0, total congestion overflow=0, number of remaining DRC errors=0, initial antenna violation count=0, tool warnings=32, Cells after Synth=32, GPL Wtd Cong=0.766, HPWL Detailed=approximately 600 µm, max reg flops=8, Unique cell types=21, RSZ-0062 raised after global routing=no
[metrics by stage]
| step | setup TNS (ps) | setup slack, ps | instance area, µm² |
|---|---|---|---|
| after global routing | 0 | 2.17 | 544 |
| after global placement | -5460 | -687 | 490 |
| after floorplan | 0 | 390 | 310 |
| final | 0 | 75.3 | 544 |
| after CTS | 0 | 20.6 | 537 |
| after detailed placement | -5660 | -722 | 490 |
[layout make-up]
| type | count | area [µm²] | share of cell area |
|---|---|---|---|
| Inverter | 1 | 3.75 | 0.00690 |
| Multi-Input combinational cell | 29 | 238 | 0.437 |
| Sequential cell | 8 | 120 | 0.221 |
| Tap cell | 46 | 57.6 | 0.106 |
| Timing Repair Buffer | 13 | 125 | 0.230 |
[where the power goes]
| part | switching (mW) | internal (mW) | leakage, nW |
|---|---|---|---|
| clock network | 0 | 0 | 0 |
| logic | 0.0336 | 0.0380 | 0.179 |
| registers | 0.00165 | 0.0153 | 0.0640 |
[how the worst max path moves through the flow]
stage	start	endpoint	slack, ps	depth (start not counted)
global route	sw[3]	sev[6]	2	6
CTS	sw[3]	sev[3]	20	6
finish	sw[3]	sev[2]	80	6
[routing by layer]
layer  vias up  track usage  part of all wire
li1        142            -                 -
met5         -            0                 0
met2         9       0.0393              0.40
met1       111       0.0314              0.54
met4         0            0                 0
met3         0      0.00227             0.049
[cell usage in the layout (no fill, tap or decap), drive strengths merged]
| master | instances |
|---|---|
| nand3 | 1 |
| o22ai | 1 |
| a21boi | 2 |
| nand3b | 1 |
| clkbuf | 1 |
| buf | 4 |
| a22oi | 1 |
| clkdlybuf4s50 | 2 |
| nor2 | 3 |
| o21bai | 1 |
| conb | 8 |
| dlygate4sd2 | 5 |
| dlxtn | 8 |
| o21ai | 2 |
| a21oi | 2 |
| clkdlybuf4s15 | 1 |
| nand2 | 2 |
| inv | 1 |
| o221ai | 1 |
| nor2b | 1 |
| nand2b | 3 |
[what timing repair did]
action | CTS | global route
setup endpoints to repair | 9 | 4
gates cloned | 0 | 0
gates resized | 47 | 4
pin swaps | 7 | 2
endpoints found under the hold margin | 0 | 0
[logic make-up (layout without fill, tap and decap cells)]
family	count (synthesis)	in the layout	share of synthesized area
compound gates	10	10	0.264
other cells	1	8	0.0132
buf+inv	2	14	0.0396
simple gates	11	11	0.260
latches	8	8	0.423
No activity file was given, so power comes from the tool's default toggle rates.
