[flow/design.v]
module binaryToBCD(
	input [5:0] bin,
   output reg [7:0] bcd
); 
	integer i;
	always @(bin) begin
		bcd=0;		 	
		for (i=0;i<6;i=i+1) begin
			if (bcd[3:0] >= 5) bcd[3:0] = bcd[3:0] + 3;
			if (bcd[7:4] >= 5) bcd[7:4] = bcd[7:4] + 3;
			bcd = {bcd[6:0],bin[5-i]};
		end
	end
endmodule
[flow/run.sh]
#!/bin/bash
# OpenROAD 26Q1-2900-gdf79404cd8, Yosys 0.63+post, stock flow scripts
make -C /OpenROAD-flow-scripts/flow DESIGN_CONFIG=/design/flow/config.mk WORK_HOME=/design/flow/orfs finish
[flow/config.mk]
export PLATFORM = sky130hd
export DESIGN_NAME = binaryToBCD
export DESIGN_NICKNAME = binaryToBCD
export VERILOG_FILES = /design/flow/design.v
export SDC_FILE = /design/flow/constraint.sdc
export NUM_CORES = 4
export LEC_CHECK = 1
export CORE_AREA = 10 10 70 70
export DIE_AREA = 0 0 80 80
[flow/constraint.sdc]
current_design binaryToBCD

set clk_period 3.0
set clk_io_pct 0.2

create_clock -name clk0 -period $clk_period

set non_clock_inputs [all_inputs -no_clocks]
set_input_delay [expr $clk_period * $clk_io_pct] -clock clk0 $non_clock_inputs
set_output_delay [expr $clk_period * $clk_io_pct] -clock clk0 [all_outputs]
==> run notes <==
impl run done, here's what came out: status complete, but fails checks, failing checks negative setup slack, synthesis-to-layout area growth 113%, pin count of the biggest net entering global routing 11, final worst-path cycle share 106%, Leak Pwr 0.406 nW, yosys stat area 438 um2, Die Wd 80 um, worst vdd ir 0.0483 mV, # fillers 348, fin crit period 3.17 ns, Post-Syn Instances 59, worst path cell trace buf_8 -> inv_6 -> buf_4 -> buf_4 -> ha_4 -> or2b_1 -> a21o_4 -> and3_4 -> mux4_2 -> a21o_1 -> buf_2, area of placed instances 742 um2, Pint 122 uW, tool warnings 36, critical path required time 2.40 ns, CP peak stage delay 0.45 ns, syn avg cell area 7.42 um2, Synth cell types 36, final hold viol count 0, Comb pwr share 100.0%, DPL Wire Length 1010 um, clock power share 0%, fmax 316 MHz, DRC 0, vias in the first global route 587, starting density of the core 12.8%, Final ANT Viol Nets 0, crit path capture type output port, most used cell, CP buf_4, TNS Setup -0.396 ns, top cell type by total area after synthesis ha_1, vias per cell 3.90, yosys cell count 59, Hold Crit Depth 0, DR vias 546, gr ovfl total 0, Starting DRT DRC Count 14, flip-flops 0, sequential share of power 0%, Arrival @ worst endpoint 2.57 ns, Cell Area, Synth 438 um2, Sw Pwr 83.1 uW, max capacitance violation total 0, startpoint types input pin, number of port buffers 11, first-pass GRT wire length 2560 um, post-synth top area share 11.4%, register area 0 um2, fin area 933 um2, top post-synthesis cells by count 4 x a21oi_1, 4 x ha_1, 4 x nor2_1, RSZ-0062 raised after global routing true, routed wire length 1500 um, # setup viols final 4, chip area 6400 um2, hold_buf cts 0, GP Congestion 0.743, Post-synth seq share 0%, layout cell share with drive strength beyond 1 64.9%, PD cells 220 nW/um2, CP Class in2out, total number of yosys warnings 1, final total power 205 uW, Layout clock buffers 0, Rows 21, Worst Hold Class in2out, post-route setup slack -0.168 ns, antenna cells 0, fin. max-slew vios 0, Pre-antenna DRT Iters 4, worst-path maximum fanout 5, switching share of power 40.5%, core area 3420 um2, routed len/inst 10.7 um, CP max stage cell mux4_2, biggest area cells ha_1 11%, a221oi_1 6.0%, mux4_2 5.1%, DIE HEIGHT 80 um, num ports 14, antenna violations before repair 0, GRT Total Usage 4.58%
-- layout make-up --
class	count	area, um2	share of cell area [%]
Timing Repair Buffer	39	335	35.9
Multi-Input combinational cell	51	520	55.8
Tap cell	46	57.6	6.17
Inverter	4	20.0	2.14
-- metrics by stage --
stage               worst slack (ns)  util [%]  hold slack (ns)  std cells
floorplan                    0.00248         -             1.27         59
global placement              -0.930      21.7             1.20        131
detailed placement            -0.960      21.7             1.20        131
CTS                           -0.178      25.6             1.20        138
global route                  -0.238      27.3             1.20        140
finish                        -0.168      27.3             1.20        140
-- per-layer routing --
layer | routed length (um) | GRT usage, %
met5 | 0 | 0
met4 | 0 | 0.176
met3 | 54 | 0.341
met2 | 720 | 8.11
met1 | 727 | 6.16
-- kinds of logic after synthesis --
family          count (synthesis)  share of synthesized area [%]
buf+inv                         8                           10.3
mux                             3                           10.0
xor+xnor                        3                           6.00
other cells                     1                          0.856
simple gates                   17                           24.3
compound gates                 23                           37.1
fa+ha+maj                       4                           11.4
-- repair_timing --
item	in CTS	in global routing
cloned	0	0
endpoints found under the setup margin	5	5
resized	45	13
pin swaps	16	11
setup buffers	7	4
-- worst max-delay path: cells and delay by family --
family | cells | cell delay, ns
mux | 1 | 0.45
fa+ha+maj | 1 | 0.22
buf+inv | 5 | 0.46
simple gates | 2 | 0.44
compound gates | 2 | 0.40
-- power by group through the flow --
stage	logic (mW)	clock network (mW)	registers [mW]
4_1_cts	0.190	0	0
5_1_grt	0.225	0	0
6_report	0.205	0	0
-- cell usage in the layout, fill, tap and decap left out, types with 2 or more instances in the layout --
cell and n:
a21oi_1 4, a221oi_2 3, buf_2 4, buf_4 19, buf_6 10, clkdlybuf4s50_1 3
ha_2 2, ha_4 2, inv_1 2, nor2_1 4, nor3_1 2, o21ai_1 2
o21ai_2 3
-- path summary, 6_finish.rpt --
check    from     end  slack, ns
max    bin[4]  bcd[2]      -0.17
min    bin[0]  bcd[0]       1.20
Power and IR drop assume default switching activity.
