--- ./design.v ---
module movement(
	input reg [2:0]i_actual, j_actual, 
	input logic isUp, isRight, isLeft, isDown, clk, rst,
	output reg [2:0]i_next, j_next, output logic movimientoValido
);
	always @(negedge clk or negedge rst) begin
		if (!rst) begin
			i_next = 0;
			j_next = 0;
		end else begin
			if(i_actual==3'b111 && isDown==0) i_next = i_actual;
			else if(i_actual==3'b000 && isUp==0) i_next = i_actual;
			else if(j_actual==3'b111 && isRight==0) j_next = j_actual;
			else if(j_actual==3'b000 && isLeft==0) j_next = j_actual;
			else begin
				if(!isUp) i_next=i_actual - 1;
				if(!isDown) i_next=i_actual + 1;
				if(!isRight) j_next=j_actual + 1;
				if(!isLeft) j_next=j_actual - 1;
			end
		end
	end 
	assign movimientoValido = (!isUp || !isRight || !isLeft || !isDown);
endmodule
--- ./run.sh ---
#!/bin/bash
# OpenROAD 26Q1-2900-gdf79404cd8, Yosys 0.63+post, stock flow scripts
make -C /OpenROAD-flow-scripts/flow DESIGN_CONFIG=/design/flow/config.mk WORK_HOME=/design/flow/orfs finish
--- ./config.mk ---
export PLATFORM = sky130hd
export DESIGN_NAME = movement
export DESIGN_NICKNAME = movement
export VERILOG_FILES = /design/flow/design.v
export SDC_FILE = /design/flow/constraint.sdc
export NUM_CORES = 4
export LEC_CHECK = 1
export CORE_AREA = 10 10 70 70
export DIE_AREA = 0 0 80 80
--- ./constraint.sdc ---
current_design movement

set clk_period 1.0
set clk_io_pct 0.2

create_clock -name clk0 -period $clk_period [get_ports {clk}]

set non_clock_inputs [all_inputs -no_clocks]
set_input_delay [expr $clk_period * $clk_io_pct] -clock clk0 $non_clock_inputs
set_output_delay [expr $clk_period * $clk_io_pct] -clock clk0 [all_outputs]
==> Slide: Implementation Results <==
Key Metrics from the Run

Placement
  – IO buf count: 18
  – DP Worst Slack: -1.673 ns
  – Placed insts: 142
  – Final HPWL DP: between 1 and 1.5 mm
  – Placed inst area: about 930 um^2
  – Placer's final routability congestion estimate: approximately 0.83

Final layout
  – Layout cell share with drive strength beyond 1: 0.6852
  – P&R area growth vs syn: 101.9%
  – Non-filler instance count after layout: 154
  – Final instance area: 0.001056 mm^2

Yosys
  – FFs w/ async S/R, synth: 1.000
  – Cell Area, Synth: 523.0 um^2
  – Post-synth area hogs: dfrtn_1 (29%), fa_1 (7.7%), mux2_4 (5.7%)
  – Average cell area after synthesis: 9.175 um^2
  – Gate Count Post-Synth: roughly 57
  – Share of the synthesized area in the top cell type: 0.2871
  – YS warnings: 1
  – Main flop type: dfrtn_1
  – Yosys cell count: 57
  – Yosys Chip Area: between 500 and 600 um^2
  – Cell Type Count: 31
  – Post-synth EDFFs: 0
  – Ys flops: 6
  – Yosys top cell by area: dfrtn_1
  – Register share after synthesis: 0.2871

Detailed routing
  – Avg WL per Cell: 10.81 um
  – DRC Markers: 0
  – Antenna Cells: 0
  – Wirelength, routed: approximately 1.7 mm
  – DR vias: 622
  – DR iter-0 viols: 20
  – 1st-pass router iterations: 5
  – Via/cell ratio: 4.039
  – Antenna violation net count after detailed routing: 0

Clocking
  – Reg clk slew, reported paths: 0.04 ns
  – Latency at later pin: 0.25 ns
  – Cts bufs inserted: 3
  – TritonCTS clock tree: yes
  – Number of H-tree levels: 1
  – Sink Count: 6
  – Clk buf depth: 2
  – Clock Tree Root: clkbuf_4

Final timing
  – Skew final: 0 ns
  – Slew @ Worst Pin: about 0.27 ns
  – Final hold violation count: 0
  – Final Setup Violations: 12
  – Total negative slack: -7.549 ns
  – Slew headroom: 0.8212
  – Max Slew Vio Count: 0
  – WHS: 0.4547 ns
  – PnR worst setup slack: -0.9321 ns
  – RSZ-0062 raised after global routing: true

Global route
  – Gr usage total: 0.05076
  – Vias in the first global route: 621
  – Total grt overflow: 0
  – Initial antenna violation count: 0
  – Pin count of the biggest net entering global routing: 9
  – First-pass GRT wire length: around 2.7 mm

Die
  – Chip width: 80 um
  – Die Ht: 80 um
  – Fp_density: 0.1531
  – Die ar.: 0.006400 mm^2
  – Placeable Area: 0.003416 mm^2
  – Rows: 21
  – IO Pins: 19

Pwr
  – Power per cell area: about 950 mW/mm^2
  – LEAKAGE: 0.4853 nW
  – Peak supply drop: just under 0.0005 V

Status
  – Failing checks: negative setup slack
  – Status: finished, violations left

Worst setup path
  – WP data required: around 0.59 ns
  – Critical path class: in -> reg
  – Setup crit start kind: input pin
  – Critical path endpoint category: register
  – Largest stage delay on the critical path: 0.38 ns
  – Worst path slowest cell: fa_2
  – Max FO, Critical Path: 2
  – Critical path data arrival time: 1.52 ns
  – CP Cell Sequence: buf_8 > inv_4 > fa_2 > or3b_4 > a21oi_2 > a2111oi_2 > mux2_4

Min path
  – Hold WC Path Type: reg -> reg

Flow run
  – Max-cap viol count: 0
  – Tool warnings: 28
-- repair_timing --
action,in CTS,in global routing
buffers inserted,7,2
setup endpoints to repair,13,13
pin swaps,11,8
hold buffers,0,0
gates resized,75,12
-- through the flow --
step                  util  total power [mW]
finish              0.3092             1.006
global placement    0.2729            0.7377
CTS                 0.3018            0.9938
detailed placement  0.2729            0.7444
global route        0.3092             1.099
floorplan                -            0.4797
-- layer usage --
metal	vias up	part of all wire	global-route usage
li1	311	-	-
met1	293	0.46	0.06617
met2	16	0.45	0.07945
met3	2	0.064	0.01932
met4	0	0.019	0.007042
met5	-	0	0
-- synth_stat cells, types with 2 or more instances --
master and number:
fa_1 2, a21oi_1 5, nor2_1 3, mux2_4 2, mux2_2 2, o21ai_0 5, nor2b_1 3, inv_1 7
dfrtn_1 6
-- kinds of logic after synthesis --
kind of cell             count (synthesis)  synth area share
XOR/XNOR                                 2           0.03350
AND-OR/OR-AND                           18            0.2321
multiplexers                             5            0.1196
flip-flops                               6            0.2871
buffers and inverters                    8           0.05981
adder cells (fa/ha/maj)                  2           0.07656
AND/OR/NAND/NOR                         16            0.1914
-- worst max-delay path, delay by kind of cell --
family | cells | cell delay, ns
AND/OR/NAND/NOR | 1 | 0.38
buffers and inverters | 2 | 0.11
AND-OR/OR-AND | 2 | 0.19
multiplexers | 1 | 0.26
adder cells (fa/ha/maj) | 1 | 0.38
-- cells in the final DEF (no fill, tap or decap), drive strengths merged, types with 2 or more instances in the layout --
master / n
buf: 43
inv: 7
dfrtn: 6
clkbuf: 6
o21ai: 5
a21oi: 5
mux2: 4
nor2b: 3
nor2: 3
or3: 2
a21o: 2
fa: 2
clkdlybuf4s15: 2
-- power by group --
part / switching (mW) / total [mW] / internal [mW]
clock network: 0.0770 / 0.212 / 0.135
registers: 0.0217 / 0.314 / 0.293
logic: 0.169 / 0.480 / 0.311
-- worst paths after layout --
kind / depth (start not counted) / end / slack, ns / start
worst max-delay path: 7 / i_next[2]$_DFFE_NN0P_ / -0.93 / i_actual[1]
worst min register to register: 1 / j_next[0]$_DFFE_NN0P_ / 0.45 / j_next[0]$_DFFE_NN0P_
min in group asynchronous: 1 / j_next[0]$_DFFE_NN0P_ / 0.57 / rst
max in group asynchronous: 1 / i_next[0]$_DFFE_NN0P_ / 0.18 / rst
worst max register to register: 4 / i_next[0]$_DFFE_NN0P_ / 0.01 / i_next[0]$_DFFE_NN0P_
worst min-delay path: 1 / j_next[0]$_DFFE_NN0P_ / 0.45 / j_next[0]$_DFFE_NN0P_
-- layout make-up --
type                    count  area [um^2]
inverters                   7        31.28
multi-input cells          43        402.9
flip-flops and latches      6        150.1
well taps                  46        57.56
fillers                   363         2360
clock buffers               3        22.52
repair buffers             49        391.6
-- registers in the layout, indices dropped and copies added (netlist names) --
name and flops:
i_next 3, j_next 3
Power and IR drop assume default switching activity.
